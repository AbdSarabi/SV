==> flow/design.v <==
`timescale 1ns/1ps
module sequence_controller (
    input  logic clk,
    input  logic rst_,
    input  logic zero,
    input  logic [2:0] opcode,
    output logic mem_rd,
    output logic load_ir,
    output logic halt,
    output logic inc_pc,
    output logic load_ac,
    output logic load_pc,
    output logic mem_wr
);
    localparam logic [2:0] 
        ADD = 3'b000,
        AND = 3'b001,
        XOR = 3'b010,
        LDA = 3'b011,
        STO = 3'b100,
        JMP = 3'b101,
        SKZ = 3'b110,
        HLT = 3'b111;
    typedef enum logic [2:0] {
        INST_ADDR, INST_FETCH, INST_LOAD, IDLE,
        OP_ADDR, OP_FETCH, ALU_OP, STORE
    } state_t;
    state_t current_state, next_state;
    always_ff @(posedge clk or negedge rst_) begin
        if (!rst_)
            current_state <= INST_ADDR;
        else
            current_state <= next_state;
    end
    always_comb begin
        case (current_state)
            INST_ADDR:  next_state = INST_FETCH;
            INST_FETCH: next_state = INST_LOAD;
            INST_LOAD:  next_state = IDLE;
            IDLE:       next_state = OP_ADDR;
            OP_ADDR:    next_state = OP_FETCH;
            OP_FETCH:   next_state = ALU_OP;
            ALU_OP:     next_state = STORE;
            STORE:      next_state = INST_ADDR;
            default:    next_state = INST_ADDR;
        endcase
    end
    always_comb begin
        mem_rd   = 0;
        load_ir  = 0;
        halt     = 0;
        inc_pc   = 0;
        load_ac  = 0;
        load_pc  = 0;
        mem_wr   = 0;
        case (current_state)
            INST_FETCH: mem_rd = 1;
            INST_LOAD: begin
                mem_rd  = 1;
                load_ir = 1;
            end
            OP_ADDR: begin
                if (opcode == HLT) halt = 1;
                else inc_pc = 1;
            end
            OP_FETCH: begin
                if (opcode == ADD || opcode == AND || opcode == XOR || opcode == LDA) begin
                    mem_rd   = 1;
                    load_ac  = 1;
                end
            end
            ALU_OP: begin
                if (opcode == ADD || opcode == AND || opcode == XOR || opcode == LDA) begin
                    mem_rd   = 1;
                    load_ac  = 1;
                end
                else if (opcode == JMP || opcode == SKZ) begin
                    load_pc = 1;
                    if (opcode == SKZ && zero) inc_pc = 1;
                end
            end
            STORE: begin
                if (opcode == STO) mem_wr = 1;
            end
        endcase
    end
endmodule
==> flow/run.sh <==
#!/bin/bash
# OpenROAD 26Q1-2900-gdf79404cd8, Yosys 0.63+post, stock flow scripts
make -C /OpenROAD-flow-scripts/flow DESIGN_CONFIG=/design/flow/config.mk WORK_HOME=/design/flow/orfs finish
==> flow/config.mk <==
export PLATFORM = sky130hd
export DESIGN_NAME = sequence_controller
export DESIGN_NICKNAME = sequence_controller
export VERILOG_FILES = /design/flow/design.v
export SDC_FILE = /design/flow/constraint.sdc
export NUM_CORES = 4
export LEC_CHECK = 1
export CORE_AREA = 10 10 70 70
export DIE_AREA = 0 0 80 80
==> flow/constraint.sdc <==
current_design sequence_controller

set clk_period 2.3
set clk_io_pct 0.2

create_clock -name clk0 -period $clk_period [get_ports {clk}]

set non_clock_inputs [all_inputs -no_clocks]
set_input_delay [expr $clk_period * $clk_io_pct] -clock clk0 $non_clock_inputs
set_output_delay [expr $clk_period * $clk_io_pct] -clock clk0 [all_outputs]
==> flow_metrics.tcl <==
# metrics dict for downstream scripts
set metrics [dict create \
    outcome "complete, no violations" \
    worst_ep_arrival_time_ps 1760 \
    ys_warn_count 1 \
    ys_top_cells_by_area "sky130_fd_sc_hd__dfrtp_1 (27%), sky130_fd_sc_hd__ha_1 (22%), sky130_fd_sc_hd__mux2i_1 (7.2%)" \
    fillCellCount 385 \
    yosys-stat-cells 31 \
    detail_route.vias_per_cell 2.726 \
    power_frac_clock_pct 55.5 \
    hold_path.class "input pin to asynchronous set/reset pin" \
    worstPathBufferInverterCount 3 \
    sinks_on_the_clock_net 3 \
    grt_start_max_net_pins 10 \
    buffers_on_ports 12 \
    synth.top_cell.area_share_pct 26.91 \
    fp-utilization_pct 8.169 \
    fraction_of_layout_instances_using_a_drive_strength_above_1_pct 18.37 \
    cts_hold_buf 0 \
    netlist_instances 31 \
    p_comb_share_pct 11.9 \
    ys_types 17 \
    synth-seq-area-share_pct 26.91 \
    routed_wl_um 721 \
    leakagePower_nw 0.2225 \
    r2r_setup_slack_ps 1300 \
    clock_tree_from_tritoncts "built" \
    1st_iter_drt_viols 2 \
    max-clock-path-buffers 2 \
    finalMaxSlewViolations 0 \
    rsz_0062_raised_after_global_routing "false" \
    finalCritPeriodShare_pct 96.39 \
    maxCapViolations 0 \
    enable_flop_cells 0 \
    synthToLayoutAreaGrowth_pct 82.06 \
    timing.critical_path.slowest_cell_delay_ps 470 \
    yosys-top-cells-count "sky130_fd_sc_hd__ha_1 (5), sky130_fd_sc_hd__nor2_1 (4), sky130_fd_sc_hd__dfrtp_1 (3), sky130_fd_sc_hd__inv_1 (3), sky130_fd_sc_hd__nand3_1 (3)" \
    placed_cells_incl_taps 91 \
    share_seq_of_total_power_pct 32.6 \
    clock_latency_on_the_worst_skew_pair_ps 230 \
    sort_of_element_at_the_start_of_the_critical_path "input pin" \
    layout_min_cycle_time_ps 2217 \
    die_width_um 80 \
    route.antenna.remaining_nets 0 \
    cts_setup_buffers 0 \
    worstSetupPathType "input pin to output port" \
    first_global_vias 270 \
    yosys.area.top_type "sky130_fd_sc_hd__dfrtp_1" \
    worst_slew_margin_rel_pct 76.57 \
    number_of_flip_flops_under_the_largest_register_name 3 \
    yosysMostFrequentCell "sky130_fd_sc_hd__ha_1" \
    htree_levels 1 \
    final_core_area_utilization_pct 14.87 \
    worstPathMaxFanout 3 \
    setup_viol_count_final 0 \
    critical-path-top-delay-family "buffers and inverters" \
    hold_slack_ps 418.3 \
    cpMostUsedCell "sky130_fd_sc_hd__clkdlybuf4s50_1" \
    core_area_um2 3416 \
    tightest_slew_ps 351.5 \
    die_height_um 80 \
    worst_setup_path_end_kind "output port" \
    detail_route.first_pass.iterations 2 \
    syn-cell-area_um2 279.0 \
    antenna_violations_before_repair 0 \
    instances_no_fill 95 \
    diodes 0 \
    clk_pin_slew_ps 30 \
    capturing_point_of_the_worst_reg2reg_path "current_state[0]" \
    layout_setup_ws_ps 83.00 \
    skew_ps 0.1263 \
    core.rowCount 21 \
    synthFlopType "sky130_fd_sc_hd__dfrtp_1" \
    largestRegisters "current_state: 3 flops" \
    cts-buffers-inserted 3 \
    synth_area_per_cell_um2 9.001 \
    gp_routability_congestion 0.7397 \
    yosysChipArea_um2 279.0 \
    reg2regPathDepth 4 \
    first_pass_grt_wire_length_mm 1.200 \
    worst_path_max_delay_cell "sky130_fd_sc_hd__clkdlybuf4s50_1" \
    r2r_start "current_state[1]" \
    wl_per_cell_um 7.589 \
    detailedPlace.worstSlack_ps -82.04 \
    required_worst_endpoint_ps 1840 \
    max-vdd-ir-drop_uv 84.54 \
    stage_log_warnings 29 \
    pin_count 13 \
    intPower_mw 0.1304 \
    fin_total_pwr_mw 0.1628 \
    routed-via-count 259 \
    dieArea_um2 6400 \
    cts_resized 3 \
    hold_violations 0 \
    detailedPlacementHpwl_um 609.4 \
    cellPowerDensity_nw_per_um2 320.5 \
    asyncSetResetFlopFracSynth_pct 100.0 \
    max_freq_mhz 451.1 \
    root_buffer "sky130_fd_sc_hd__clkbuf_4" \
    switching_power_mw 0.03236 \
    numSynthFlops 3 \
    drc 0 \
    largest-register "current_state" \
    global_route.overflow_total 0 \
    critical_path.cell_chain "clkdlybuf4s50_1 -> buf_4 -> xnor2_1 -> nor2_1 -> clkdlybuf4s50_1" \
    track_usage_pct 2.270 \
    switching_share_pct 19.88 \
]
## kinds of logic after synthesis
| group | Yosys count | share of synthesized area, % |
|---|---|---|
| and+or+nand+nor | 13 | 27.35 |
| muxes | 2 | 7.175 |
| buffers and inverters | 5 | 8.071 |
| xor gates and xnor gates | 1 | 3.140 |
| DFF | 3 | 26.91 |
| adders and majority gates | 5 | 22.42 |
| AOI/OAI and AO/OA | 2 | 4.932 |
## cell usage in the layout (no fill, tap or decap)
cell	Yosys	final
sky130_fd_sc_hd__clkbuf_1	1	1
sky130_fd_sc_hd__clkbuf_4	0	3
sky130_fd_sc_hd__nor3_1	1	1
sky130_fd_sc_hd__mux2i_1	2	2
sky130_fd_sc_hd__nor2b_1	1	1
sky130_fd_sc_hd__a2bb2oi_1	1	1
sky130_fd_sc_hd__nor3b_2	1	1
sky130_fd_sc_hd__dfrtp_1	3	3
sky130_fd_sc_hd__clkdlybuf4s50_1	0	10
sky130_fd_sc_hd__nand3_1	3	3
sky130_fd_sc_hd__nor2_1	4	4
sky130_fd_sc_hd__nand3b_4	0	1
sky130_fd_sc_hd__nor3b_1	1	1
sky130_fd_sc_hd__nand2_1	1	1
sky130_fd_sc_hd__buf_4	1	4
sky130_fd_sc_hd__a21oi_1	1	1
sky130_fd_sc_hd__dlygate4sd2_1	0	2
sky130_fd_sc_hd__xnor2_1	1	1
sky130_fd_sc_hd__ha_1	5	5
sky130_fd_sc_hd__inv_1	3	3
## per-stage QoR
stage	cell area [um2]	TNS, ps
6_report	508.0	0
3_3_place_gp	475.5	-78.41
4_1_cts	508.0	0
2_1_floorplan	279.0	0
3_5_place_dp	475.5	-82.04
5_1_grt	508.0	0
## layer usage
metal	routed length (um)	part of all wire (%)	vias up	track usage (%)
met3	186	26	0	2.273
li1	-	-	139	-
met4	0	0	0	0.7042
met5	0	0	-	0
met2	191	26	15	2.247
met1	342	47	105	3.061
## power groups by stage
stage | combinational (mW) | sequential (mW) | clock, mW
final | 0.0194 | 0.0531 | 0.0903
after global routing | 0.0209 | 0.0530 | 0.102
after CTS | 0.0194 | 0.0531 | 0.0971
## worst max-delay path by stage
stage / start / endpoint / slack [ps] / cells past startpoint
CTS: opcode[1] / load_pc / 70 / 5
finish: opcode[1] / load_pc / 80 / 5
global route: opcode[1] / load_pc / 5 / 5
## layout make-up
type / count / area [um2] / area share [%]
Sequential cell: 3 / 75.07 / 14.78
Timing Repair Buffer: 16 / 147.6 / 29.06
Tap cell: 46 / 57.56 / 11.33
Multi-Input combinational cell: 23 / 190.2 / 37.44
Clock buffer: 4 / 26.28 / 5.172
Inverter: 3 / 11.26 / 2.217
## worst reg2reg max path: cells and delay by family (launching register included)
family	cells	cell delay, ps
simple gates	1	100
buf+inv	1	80
mux	1	90
fa+ha+maj	1	220
flops	1	380
Power and IR drop assume default switching activity.
